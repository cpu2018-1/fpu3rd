File: ./run.sh
#!/bin/bash
# OpenROAD 26Q1-2900-gdf79404cd8, Yosys 0.63+post, stock flow scripts
make -C /OpenROAD-flow-scripts/flow DESIGN_CONFIG=/design/flow/config.mk WORK_HOME=/design/flow/orfs finish
File: ./config.mk
export PLATFORM = sky130hd
export DESIGN_NAME = fle
export DESIGN_NICKNAME = fle
export VERILOG_FILES = /design/flow/design.v
export SDC_FILE = /design/flow/constraint.sdc
export NUM_CORES = 4
export LEC_CHECK = 1
export CORE_AREA = 10 10 110 110
export DIE_AREA = 0 0 120 120
File: ./constraint.sdc
current_design fle

set clk_period 6.9
set clk_io_pct 0.2

create_clock -name clk0 -period $clk_period

set non_clock_inputs [all_inputs -no_clocks]
set_input_delay [expr $clk_period * $clk_io_pct] -clock clk0 $non_clock_inputs
set_output_delay [expr $clk_period * $clk_io_pct] -clock clk0 [all_outputs]
File: ./design.v
module fle(
    input wire [31:0] x1,
    input wire [31:0] x2,
    output wire [31:0] y);
    wire s1,s2;
    wire [30:0] em1,em2;
    assign s1 = x1[31];
    assign em1 = x1[30:0];
    assign s2 = x2[31];
    assign em2 = x2[30:0];
    wire s1a,s2a,em1_zero,em2_zero;
    wire [30:0] em1a,em2a;
    assign em1_zero = (em1 == 31'b0);
    assign em2_zero = (em2 == 31'b0);
    assign s1a = (em1_zero) ? 1'b1: ~s1;
    assign em1a = (em1_zero) ? 31'b0: ((s1) ? ~em1: em1);
    assign s2a = (em2_zero) ? 1'b1: ~s2;
    assign em2a = (em2_zero) ? 1'b1: ((s2) ? ~em2: em2);
    wire [31:0] x1a,x2a;
    assign x1a = {s1a,em1a};
    assign x2a = {s2a,em2a};
    assign y = (x1a == x2a);
endmodule
==> Slide: Implementation Results <==
Run Summary

Outcome
  • Status: finished clean

Die
  • Initial core utilization: ~28%
  • Die area: 14400 um^2
  • Core footprint: 9770 um^2
  • Die extent in y: ~120 um
  • DIE WIDTH: 120 um
  • Rows: 36
  • I/O pin cnt: 96

Finish
  • Fillers: 1040
  • Storage element area: 0 um^2
  • Most frequent cells in the layout: 63 x clkdlybuf4s50_1, 40 x nor2_1, 40 x xnor2_1, 31 x conb_1, 19 x a21oi_1
  • Share of post-route cells with drive strength above 1: 7.48%
  • Syn-to-layout area delta: 19.5%
  • Gate Area: approximately 2300 um^2
  • Clock buf count: 0
  • Commonest Layout Cell: clkdlybuf4s50_1
  • Flops: 0

Synthesis
  • Seq/Total Area, Yosys: 0%
  • Mapped Area: roughly 2700 um^2
  • Post-Syn Instances: 393
  • Post-synth area hogs: xnor2_1 13%, buf_4 9.2%, nor2_1 5.6%, xor2_1 3.9%, a21oi_1 3.5%
  • Yosys cell types: 63
  • Syn avg cell area: 6.84 um^2
  • Yosys Chip Area: roughly 2700 um^2
  • Max-area cell share: 13.0%
  • Synth warnings: 0
  • Area leader, netlist: xnor2_1
  • Yosys Instances: a little under 400

Routing
  • ANT nets after route: 0
  • DRC errors left: 0
  • Via Count: roughly 2.8k
  • ANT cells: 0
  • Total wire length: 8490 um
  • Initial DRT Pass Iterations: 4
  • Routed WL per cell: 15.1 um
  • DR vias/cell: 4.97
  • First-iteration detailed-routing DRC count: 147

Final timing
  • Minimum clock period: 6.40 ns
  • Hold WS: between 3 and 4 ns
  • Rel. slew slack: a little over half
  • Final hold violation count: 0
  • RSZ-0062 raised after global routing: false
  • Worst Slack Setup Final: just under 0.5 ns
  • Peak Freq: 156 MHz
  • Final Max Tran Viols: 0
  • Post-route setup TNS: 0 ns
  • Final Setup Violations: 0
  • Least-Margin Pin Slew: 0.675 ns
  • Cycle use final: between 90% and 100%

Worst hold path
  • Min-Delay Endpoint: y[0]
  • Hold Startpoint: x2[31]
  • HP Class: input port to output port
  • WHS Path Cells: 6

Place
  • Placed wire-length estimate: a little under 7000 um
  • GP Congestion: 0.913
  • Worst slack, placed: roughly 0.55 ns
  • IO buf count: 65

Worst setup path
  • Crit Path Class: input port to output port
  • Worst Path Required: approximately 5.5 ns
  • Critical Path Sink Type: output port
  • Worst-path fanout max: 11
  • CP startpoint kind: input port
  • Arr. time, crit path: 5.02 ns

Global routing
  • Vias in the first global route: 2686
  • Global route overflow: 0
  • First-pass GRT wire length: 13700 um
  • Initial antenna violation count: 0
  • Largest net degree at the start of global routing: 39
  • GRT Resource Usage Total: 11.2%

Run
  • Max_cap viols: 0
  • Tool Warnings: 32

Pwr
  • PwrDens: 58.3 nW/um^2
  • Power Total: between 0.15 and 0.2 mW
  • Leakage: 1.10 nW
  • VDD IR max: 0.0208 mV

Clock tree
  • Post-CTS Setup Bufs: 0
  • Resized cells post-CTS: 0
  • Cts-stage hold buffer count: 0
-- metal layers --
metal	track usage [%]	vias up	routed length, um
met5	0	-	0
met4	0.905	0	75
met3	1.67	4	411
met2	17.8	73	3840
met1	16.2	1264	4160
li1	-	1449	-
-- cells in the mapped netlist, drive strengths merged, types with 2 or more instances --
library cell and n:
a2111oi 4, a211oi 5, a21o 2, a21oi 19, a22oi 4, a311oi 2, a31oi 6, a32oi 2
and3 8, and3b 9, buf 51, clkbuf 16, inv 5, mux2i 8, nand2 17, nand2b 4
nand3 7, nand3b 4, nand4 7, nor2 40, nor2b 9, nor3 14, nor3b 12, nor4 15
o211ai 3, o21a 3, o21ai 18, o22ai 9, o311ai 2, o31ai 5, o32ai 2, or2 2
or3 6, or3b 5, or4 2, xnor2 40, xor2 13
-- logic make-up (layout without fill, tap and decap cells) --
kind of cell | after synthesis | count (layout) | synth area share, %
xor gates and xnor gates | 53 | 53 | 17.5
and+or+nand+nor | 166 | 166 | 37.9
AOI/OAI and AO/OA | 92 | 92 | 23.2
buffers and inverters | 72 | 77 | 17.4
muxes | 9 | 9 | 3.82
other | 1 | 31 | 0.139
-- per-stage QoR --
stage          std cells  area, um^2  utilization (%)
4_1_cts              561        3210             32.9
2_1_floorplan        423        2800                -
3_3_place_gp         561        3210             32.9
5_1_grt              561        3210             32.9
6_report             561        3210             32.9
3_5_place_dp         561        3210             32.9
-- critical path, cell delays in order --
cell and delay, ns:
clkdlybuf4s50_1 0.45, nor4_1 0.47, nand2_1 0.24, nor3_2 0.63
buf_4 0.27, nor2_1 0.06, xnor2_1 0.17, nand4_1 0.14
a2111o_1 0.43, nor4b_2 0.27, clkdlybuf4s50_1 0.52
-- worst max path at each step --
stage	startpoint	slack, ns	to	depth (start not counted)
final	x2[11]	0.50	y[0]	11
after global routing	x2[13]	0.17	y[0]	11
after CTS	x2[14]	0.53	y[0]	11
-- area by class of cell --
| cell class | count | share of cell area, % |
|---|---|---|
| multi-input cells | 351 | 72.7 |
| repair buffers | 72 | 21.6 |
| well taps | 133 | 5.18 |
| inverters | 5 | 0.584 |
-- power by group --
| group | internal, mW | switching, mW | leakage [nW] |
|---|---|---|---|
| clock | 0 | 0 | 0 |
| combinational | 0.0922 | 0.0951 | 1.10 |
| sequential | 0 | 0 | 0 |
| total | 0.0922 | 0.0951 | 1.10 |
Power and IR drop assume default switching activity.
